## run.sh

```bash
#!/bin/bash
# OpenROAD 26Q1-2900-gdf79404cd8, Yosys 0.63+post, stock flow scripts
make -C /OpenROAD-flow-scripts/flow DESIGN_CONFIG=/design/flow/config.mk WORK_HOME=/design/flow/orfs finish
```

## config.mk

```make
export PLATFORM = sky130hd
export DESIGN_NAME = fifo
export DESIGN_NICKNAME = fifo
export VERILOG_FILES = /design/flow/design.v
export SDC_FILE = /design/flow/constraint.sdc
export NUM_CORES = 4
export LEC_CHECK = 1
export CORE_UTILIZATION = 30
export SYNTH_HDL_FRONTEND = slang
```

## constraint.sdc

```tcl
current_design fifo

set clk_period 9.4
set clk_io_pct 0.2

create_clock -name clk0 -period $clk_period [get_ports {clk}]

set non_clock_inputs [all_inputs -no_clocks]
set_input_delay [expr $clk_period * $clk_io_pct] -clock clk0 $non_clock_inputs
set_output_delay [expr $clk_period * $clk_io_pct] -clock clk0 [all_outputs]
```

## design.v

```verilog
`timescale 1ns / 1ps
module fifo #(parameter DWIDTH=24) 
(
    input wire clk,
    input wire rst, 
    input wire rd,
    input wire wr,
    input wire [DWIDTH-1:0] write_data1,
    input wire [DWIDTH-1:0] write_data2,
    output wire empty,
    output wire full,
    output wire [DWIDTH-1:0] read_data1,
    output wire [DWIDTH-1:0] read_data2
 );
    parameter address_size = 2; 
    reg [DWIDTH-1:0] mem1 [2**address_size-1:0];
    reg [DWIDTH-1:0] mem2 [2**address_size-1:0];
    reg [address_size-1:0] wr_ptr, rd_ptr;
    reg [address_size-1:0] wr_ptr_next, rd_ptr_next;
    reg [address_size-1:0] wr_ptr_succ, rd_ptr_succ;
    reg full_reg;
    reg empty_reg;
    reg full_next;
    reg empty_next;
    wire w_en;
    always@(posedge clk)
        if(w_en)
        begin
            mem1[wr_ptr] <= write_data1;
            mem2[wr_ptr] <= write_data2;
        end
   assign read_data1 = mem1[rd_ptr];  
   assign read_data2 = mem2[rd_ptr];      
    assign w_en = wr & ~full_reg;
    assign full = full_reg;
    assign empty = empty_reg;
    always@(posedge clk, posedge rst)
    begin
        if(rst)
            begin
                full_reg <= 1'b0;
                empty_reg <= 1'b1;
                wr_ptr <= 1'b0;
                rd_ptr <= 1'b0;
            end
        else
            begin
                full_reg <= full_next;
                empty_reg <= empty_next;
                wr_ptr <= wr_ptr_next;
                rd_ptr <= rd_ptr_next;
            end
    end
   always@*
   begin
    wr_ptr_succ = wr_ptr+1;
    rd_ptr_succ = rd_ptr+1;
    wr_ptr_next = wr_ptr;
    rd_ptr_next = rd_ptr;
    full_next = full_reg;
    empty_next = empty_reg;
    case({w_en,rd})
        2'b00: 
        begin
        end
        2'b01:
            if(~empty_reg)
                begin
                    rd_ptr_next = rd_ptr_succ;
                    full_next = 1'b0;
                    if (rd_ptr_succ == wr_ptr)
                        empty_next = 1'b1;
               end 
        2'b10:
            if(~full_reg)
                begin
                    wr_ptr_next = wr_ptr_succ;
                    empty_next = 1'b0;
                    if (wr_ptr_succ == rd_ptr)
                        full_next = 1'b1;
                end 
        2'b11:
            begin
                wr_ptr_next = wr_ptr_succ;
                rd_ptr_next = rd_ptr_succ;
            end 
     endcase
   end
endmodule
```

==> GITHUB_STEP_SUMMARY <==
## PnR job results

| Metric | Value |
|---|---|
| Top-area cell share | `0.783` |
| Drt initial violations | `152` |
| Final WL | `12600 um` |
| Max layer used | `met4` |
| Top cells by count | `192 x edfxtp_1, 48 x mux4_2, 6 x buf_2, 6 x xnor2_1` |
| WP data arrival | `2.82 ns` |
| Worst-path maximum fanout | `29` |
| RSZ-0062 raised after global routing | `false` |
| Reg clk slew, reported paths | `0.07 ns` |
| Number of global-route vias before repair | `3743` |
| Via count | `3296` |
| Dpl cells | `702` |
| Sequential share of power | `0.460` |
| Area contributors post-synth | `edfxtp_1 78%, mux4_2 15%, dfrtp_1 1.7%` |
| Final min period | `4.70 ns` |
| I/O Buffers | `101` |
| Skew-Pair Late Insertion Delay | `0.42 ns` |
| Total track usage | `0.114` |
| Post-synth ARST share | `0.0303` |
| Peak supply drop | `148 uV` |
| Switching Share | `0.255` |
| Net Sw Power | `703 uW` |
| Starting Density | `0.310` |
| Vias/cell | `4.49` |
| Core region area | `23800 um^2` |
| DRC viols | `0` |
| Sequential share of the synthesized area | `0.804` |
| Top-count cell post-synth | `edfxtp_1` |
| CP max stage cell | `dfrtp_4` |
| Area growth syn-to-layout | `25.7%` |
| Tally of unique sky130hd cells used after synthesis | `20` |
| Post-synth top area cell | `edfxtp_1` |
| Worst path bufs/invs | `2` |
| Critical Path RT | `7.52 ns` |
| Final setup vio count | `0` |
| Outcome | `complete, no violations` |
| Comb pwr share | `0.287` |
| Routed len/inst | `17.2 um` |
| Pwr/cell area | `298 nW/um^2` |
| Clock Sink Count | `198` |
| Inserted Clock Buffers | `17` |
| Initial antenna violation count | `0` |
| Worst setup SP type | `register` |
| CTS tree | `yes` |
| Wire length on met1 | `5100 um` |
| Yosys chip area | `7360 um^2` |
| Total power | `2.76 mW` |
| ANT nets after route | `0` |
| Post-route cell area | `9250 um^2` |
| Internal | `2.05 mW` |
| Worst hold path class | `reg2reg` |
| First-pass GRT wire length | `19800 um` |
| Post-cts sizing count | `0` |
| Post-synth EDFFs | `192` |
| WL met3 | `1230 um` |
| GP Congestion | `0.696` |
| Setup CP Type | `reg2out` |
| Max Cap Violations | `0` |
| Registers, synthesis | `198` |
| Yosys warning total | `0` |
| Worst-path cell chain | `buf_4, mux4_2, clkdlybuf4s50_1` |
| Final core occ | `0.390` |
| DP Wirelength | `7380 um` |
| Hold Fails Final Rpt | `0` |
| Clock power frac | `0.252` |
| Syn Inst Count | `289` |
| Syn_area_per_cell | `25.5 um^2` |
| H-tree levels | `4` |
| Share of post-route cells with drive strength above 1 | `0.222` |
| Total negative slack | `0 ns` |
| GRT Residual Overflow | `0` |
| Crit path largest cell delay | `0.74 ns` |
| Log Warnings | `28` |
| N_diodes | `0` |
| F_max | `0.213 GHz` |
| Slew Limit Fails | `0` |
| Hold Buf Count CTS | `0` |
| Leakage | `2.95 nW` |
| DR pass1 iterations | `5` |
| Yosys Instances | `289` |
| Synth Cell Area | `7360 um^2` |
| Slew of the pin with the lowest slew margin | `0.763 ns` |
| Pin count of the biggest net entering global routing | `49` |
| Postcts setup bufs | `0` |
| Synth Flop Type | `edfxtp_1` |
| Maximum root-to-sink buffer count | `2` |
| Worst slew margin | `0.492` |
| Clk_skew | `0.0107 ns` |
| Cell row count | `56` |
| Fin cells | `734` |
| Chip Height | `159 um` |
| Largest delay contributor family on the critical path | `buffers and inverters` |
| Placed inst area | `8680 um^2` |
| Wire length on met2 | `6230 um` |
| Root Driver | `clkbuf_16` |
| Chip area | `25200 um^2` |
| IO Count | `102` |
| Die W | `159 um` |
| Critical Path End Type | `output port` |
| Biggest regs | `mem1: 96 flops, mem2: 96 flops` |
| Final worst-path cycle share | `0.500` |
power groups by stage:
stage     Clock (mW)  Sequential (mW)  Combinational, mW
6_report       0.696             1.27              0.791
5_1_grt        0.754             1.29              0.881
4_1_cts        0.718             1.28              0.822
tightest hold or removal path: stages, from the launching register on:
cell,delay [ns]
dfstp_2,0.38
inv_1,0.08
a21oi_1,0.07
path summary, 6_finish.rpt:
check / start / endpoint / slack (ns) / cells after the start
max in group asynchronous: rst / empty / 7.45 / 2
min in group asynchronous: rst / full / 1.69 / 2
worst min-delay path: empty / full / 0.58 / 2
worst max register to register: full / mem1[1][14] / 6.91 / 3
worst min register to register: empty / full / 0.58 / 2
worst max-delay path: rd_ptr[0] / read_data2[12] / 4.70 / 3
through the flow:
step | hold WS (ns) | worst slack [ns]
2_1_floorplan | 0.495 | 5.56
3_3_place_gp | 0.544 | 4.95
3_5_place_dp | 0.563 | 4.87
4_1_cts | 0.576 | 4.56
5_1_grt | 0.604 | 4.45
6_report | 0.580 | 4.70
area by class of cell:
| cell class | count | area [um^2] |
|---|---|---|
| Clock buffer | 17 | 425 |
| Clock inverter | 15 | 148 |
| Fill cell | 2060 | 14500 |
| Inverter | 5 | 18.8 |
| Multi-Input combinational cell | 73 | 1280 |
| Sequential cell | 198 | 5920 |
| Tap cell | 319 | 399 |
| Timing Repair Buffer | 107 | 1060 |
routing by layer:
layer  up-vias  global-route usage
li1       1453                   -
met3         5              0.0621
met2       152               0.177
met1      1686               0.155
met4         0              0.0114
met5         -                   0
kinds of logic after synthesis:
kind of cell | Yosys count | share of synthesized area
AND-OR/OR-AND | 6 | 0.00561
XOR/XNOR | 7 | 0.00833
adder cells (fa/ha/maj) | 4 | 0.00680
buffers and inverters | 18 | 0.0228
flip-flops | 198 | 0.804
multiplexers | 48 | 0.147
AND/OR/NAND/NOR | 8 | 0.00612
cell usage in the layout (no fill, tap or decap):
cell type        instances
a41oi_1                  1
inv_6                    1
o211ai_1                 1
xnor2_1                  6
dfrtp_4                  1
bufinv_16                1
clkinv_4                 7
o21ai_0                  2
nor2b_1                  2
clkinv_1                 1
xor2_1                   1
nand2_1                  2
inv_8                    3
ha_1                     4
dfrtp_1                  3
inv_1                    5
buf_4                    6
clkbuf_16               17
a21oi_1                  1
dfstp_2                  1
clkdlybuf4s50_1        101
clkinv_2                 2
and2_2                   4
mux4_2                  48
a32o_1                   1
dfrtp_2                  1
edfxtp_1               192
Power figures rest on the tool's default switching activity, not on a simulated workload.
